==> ./run.sh <==
#!/bin/bash
# OpenROAD 26Q1-2900-gdf79404cd8, Yosys 0.63+post, stock flow scripts
make -C /OpenROAD-flow-scripts/flow DESIGN_CONFIG=/design/flow/config.mk WORK_HOME=/design/flow/orfs finish
==> ./config.mk <==
export PLATFORM = sky130hd
export DESIGN_NAME = dripper
export DESIGN_NICKNAME = dripper
export VERILOG_FILES = /design/flow/design.v
export SDC_FILE = /design/flow/constraint.sdc
export NUM_CORES = 4
export LEC_CHECK = 1
export CORE_AREA = 10 10 383 383
export DIE_AREA = 0 0 393 393
==> ./constraint.sdc <==
current_design dripper

set clk_period 63.5
set clk_io_pct 0.2

create_clock -name clk0 -period $clk_period [get_ports {clk}]

set non_clock_inputs [all_inputs -no_clocks]
set_input_delay [expr $clk_period * $clk_io_pct] -clock clk0 $non_clock_inputs
set_output_delay [expr $clk_period * $clk_io_pct] -clock clk0 [all_outputs]
==> ./design.v <==
module dripper(
    input wire [31:0] i11, i12, i13, i14, i21, i22, i23, i24, i31, i32, i33, i34, i41, i42, i43, i44,
    input wire [5:0] count,
    input wire load, clk,
    output reg [31:0] p1, p2, p3, p4
);
reg [31:0] r11, r12, r13, r14, r21, r22, r23, r24, r31, r32, r33, r34, r41, r42, r43, r44;
always @(posedge clk) begin
    if(load) begin
        r11 <= i11;
        r12 <= i12;
        r13 <= i13;
        r14 <= i14;
        r21 <= i21;
        r22 <= i22;
        r23 <= i23;
        r24 <= i24;
        r31 <= i31;
        r32 <= i32;
        r33 <= i33;
        r34 <= i34;
        r41 <= i41;
        r42 <= i42;
        r43 <= i43;
        r44 <= i44;
    end else begin
        case(count)
            5'd1: begin
                p1 <= r41;
                p2 <= 32'h0;
                p3 <= 32'h0;
                p4 <= 32'h0;
            end
            5'd2: begin
                p1 <= r31;
                p2 <= r42;
                p3 <= 32'h0;
                p4 <= 32'h0;
            end
            5'd3: begin
                p1 <= r21;
                p2 <= r32;
                p3 <= r43;
                p4 <= 32'h0;
            end
            5'd4: begin
                p1 <= r11;
                p2 <= r22;
                p3 <= r33;
                p4 <= r44;
            end
            5'd5: begin
                p1 <= 32'h0;
                p2 <= r12;
                p3 <= r23;
                p4 <= r34;
            end
            5'd6: begin
                p1 <= 32'h0;
                p2 <= 32'h0;
                p3 <= r13;
                p4 <= r24;
            end
            5'd7: begin
                p1 <= 32'h0;
                p2 <= 32'h0;
                p3 <= 32'h0;
                p4 <= r14;
            end
            default: begin
                p1 <= 32'h0;
                p2 <= 32'h0;
                p3 <= 32'h0;
                p4 <= 32'h0;
            end
        endcase
    end
end
endmodule
==> flow_summary.json <==
{
  "grt_util_all_layers_pct": 9.40,
  "setup_tns_ns": 0,
  "ys_ff": 640,
  "n_fill_cell": 14100,
  "vias": 13000,
  "grt_max_degree": 147,
  "p_per_area_nw_per_um2": 29.1,
  "critPathKind": "input pin to register",
  "crit-reg2reg-launch": "r21[29]$_DFFE_PP_",
  "synth_area_leader_cell": "edfxtp_1",
  "worstPathArrival_ns": 16.25,
  "postSynthAreaPerCell_um2": 20.7,
  "cp-start-kind": "input pin",
  "numPortBuffers": 647,
  "run_status": "completed",
  "avgViaCountPerCell": 3.55,
  "crit_top_cell": "buf_4",
  "die_h_um": 393,
  "drt_pass1_iterations": 5,
  "ioPinCount": 648,
  "reg2reg_setup_slack_ns": 62.24,
  "ctsHoldBuffers": 0,
  "die_area_um2": 154000,
  "post-route-min-period_ns": 15.88,
  "crit_family": "buffers and inverters",
  "die_w_um": 393,
  "hp-class": "register to register",
  "drt_iter0_drc": 766,
  "overflow": 0,
  "path_buffers": 6,
  "timing.fmax_mhz": 63.0,
  "yosys-stat-area_um2": 22800,
  "crit_start": "count[0]",
  "postCtsResizedCells": 0,
  "post-place-ws_ns": 46.72,
  "rsz0062_at_grt": "false",
  "holdWs_ns": 0.586,
  "synthesis.area_um2": 22800,
  "drc": 0,
  "core_area_um2": 138000,
  "dp_hpwl_um": 53700,
  "worst_clock_skew_ns": 0.0341,
  "insertion_delay_ns": 0.66,
  "slowest_delay_ns": 0.66,
  "flop_area_um2": 19200,
  "cts_tree": "built",
  "final.setup.worst_slack_ns": 47.62,
  "log.warning_count": 31,
  "yosysWarnings": 1,
  "final_common_cell": "clkdlybuf4s50_1",
  "cts-buffers-inserted": 73,
  "antenna_found_initial": 27,
  "slew_headroom_pct": 45.3,
  "ir_worst_vdd_uv": 20.4,
  "wirelength_um": 74200,
  "ys_cells": 1099,
  "drive_above_1_share_pct": 7.57,
  "clkSlewWorstSetupHoldPaths_ns": 0.06,
  "synth_top_area_share_pct": 84.3,
  "clockRootBuffer": "clkbuf_16",
  "total_leakage_power_uw": 0.0116,
  "synth.distinct_cells": 16,
  "final_cell_mix": "clkdlybuf4s50_1, edfxtp_1, mux2i_1, o22ai_1, clkbuf_16",
  "reg2reg_to": "p1[29]$_DFFE_PN_",
  "tightest_slew_ns": 0.821,
  "finalCritPeriodShare_pct": 25.0,
  "grt_pass1_vias": 13600,
  "drv_slew": 0,
  "hold_end": "p3[16]$_DFFE_PN_",
  "fp_util_pct": 16.5,
  "post-cts-setup-buffer-count": 0,
  "path_max_fanout": 48,
  "critPathSlowestCell": "buf_4",
  "final_util_pct": 24.5,
  "cp.required_ns": 63.86,
  "min_path_cells": 2,
  "place.gp.congestion": 0.860,
  "area_growth_pct": 48.3,
  "end_kind": "register",
  "wire_per_inst_um": 20.3,
  "path_cells": "buf_8, buf_4, buf_4, buf_4, buf_4, mux2i_1, buf_4, o22ai_1",
  "synth_seq_share_pct": 84.3,
  "finalSetupViolations": 0,
  "combGateArea_um2": 3320,
  "clk_path_buf_depth": 3,
  "max-cap-violations": 0,
  "hold_viol_final": 0,
  "hp-start": "r33[16]$_DFFE_PP_",
  "synth_cells": 1099,
  "grt_first_pass_wirelength_um": 101000,
  "num_rows": 136,
  "detail-route-antenna-nets": 0,
  "cts_max_level": 3,
  "clock_sinks": 640,
  "synth.area.top_cells": "edfxtp_1, mux2i_1, o22ai_1",
  "reg2reg_depth": 3
}
==> worst reg2reg max path, stage by stage, from the launching register on <==
cell,delay [ns]
edfxtp_1,0.35
mux2i_1,0.38
buf_4,0.19
o22ai_1,0.07
==> power breakdown <==
part	leakage (uW)	internal [uW]	switching, uW
combinational	0.00410	43.5	28.3
clock	0.00108	232	171
sequential	0.00638	498	9.12
total	0.0116	774	208
==> per-layer routing <==
| layer | track usage (%) | share of wire [%] | routed length [um] |
|---|---|---|---|
| met1 | 10.9 | 36 | 26600 |
| met2 | 14.6 | 47 | 34900 |
| met3 | 6.19 | 15 | 10900 |
| met4 | 2.22 | 2.1 | 1580 |
| met5 | 0.345 | 0.22 | 162 |
==> cells by family (layout without fill, tap and decap cells) <==
family,Yosys count,count (layout),synth area share (%)
compound gates,192,192,5.62
buf+inv,64,800,1.33
flops,640,640,84.3
mux,192,192,8.43
other cells,0,18,0
simple gates,11,11,0.340
==> cell type report <==
cell class	instances	share of cell area, %
Inverter	1	0.0259
Tap cell	1794	6.64
Antenna cell	18	0.133
Multi-Input combinational cell	395	9.83
Sequential cell	640	56.8
Clock inverter	40	1.15
Clock buffer	84	5.52
Timing Repair Buffer	675	19.9
==> stage by stage <==
stage               power (uW)  cells  cell area (um2)
floorplan                  531   1099            22800
global route              1020   3641            33800
finish                     982   3647            33800
CTS                       1000   3629            33800
global placement           589   3505            31500
detailed placement         590   3505            31500
==> how the worst max path moves through the flow <==
stage,end,slack (ns),depth (start not counted)
after CTS,p1[29]$_DFFE_PN_,47.47,8
after global routing,p1[29]$_DFFE_PN_,47.33,8
final,p1[29]$_DFFE_PN_,47.62,8
==> cells in the mapped netlist, drive strengths merged <==
master,number
nand3b,2
nor3,1
edfxtp,640
buf,48
o22ai,128
nand3,1
nand2b,1
nor2b,4
nand2,2
inv,1
a22oi,64
clkbuf,15
mux2i,192
==> flip-flops by register name, summed over array words and instances, names as in the netlist <==
name  cells
p1       32
p2       32
p3       32
p4       32
r11      32
r12      32
r13      32
r14      32
r21      32
r22      32
r23      32
r24      32
r31      32
r32      32
r33      32
r34      32
r41      32
r42      32
r43      32
r44      32
No activity file was given, so power comes from the tool's default toggle rates.
