## flow/run.sh

```bash
#!/bin/bash
# OpenROAD 26Q1-2900-gdf79404cd8, Yosys 0.63+post, stock flow scripts
make -C /OpenROAD-flow-scripts/flow DESIGN_CONFIG=/design/flow/config.mk WORK_HOME=/design/flow/orfs finish
```

## flow/config.mk

```make
export PLATFORM = sky130hd
export DESIGN_NAME = addFile
export DESIGN_NICKNAME = addFile
export VERILOG_FILES = /design/flow/design.v
export SDC_FILE = /design/flow/constraint.sdc
export NUM_CORES = 4
export LEC_CHECK = 1
export CORE_AREA = 10 10 396 396
export DIE_AREA = 0 0 406 406
```

## flow/constraint.sdc

```tcl
current_design addFile

set clk_period 18.0
set clk_io_pct 0.2

create_clock -name clk0 -period $clk_period [get_ports {clk}]

set non_clock_inputs [all_inputs -no_clocks]
set_input_delay [expr $clk_period * $clk_io_pct] -clock clk0 $non_clock_inputs
set_output_delay [expr $clk_period * $clk_io_pct] -clock clk0 [all_outputs]
```

## flow/design.v

```verilog
module addFile(
    input wire [31:0] i11, i12, i13, i14, i21, i22, i23, i24, i31, i32, i33, i34, i41, i42, i43, i44,
    input wire load, rst, clk,
    output reg [31:0] o11, o12, o13, o14, o21, o22, o23, o24, o31, o32, o33, o34, o41, o42, o43, o44
);
always @(posedge clk) begin
    if(load) begin
        o11 <= i11;
        o12 <= i12;
        o13 <= i13;
        o14 <= i14;
        o21 <= i21;
        o22 <= i22;
        o23 <= i23;
        o24 <= i24;
        o31 <= i31;
        o32 <= i32;
        o33 <= i33;
        o34 <= i34;
        o41 <= i41;
        o42 <= i42;
        o43 <= i43;
        o44 <= i44;
    end else if(rst) begin
        o11 <= 32'h0;
        o12 <= 32'h0;
        o13 <= 32'h0;
        o14 <= 32'h0;
        o21 <= 32'h0;
        o22 <= 32'h0;
        o23 <= 32'h0;
        o24 <= 32'h0;
        o31 <= 32'h0;
        o32 <= 32'h0;
        o33 <= 32'h0;
        o34 <= 32'h0;
        o41 <= 32'h0;
        o42 <= 32'h0;
        o43 <= 32'h0;
        o44 <= 32'h0;
    end
end
endmodule
```

==> notes.md <==
run metrics: status=completed, DRT iter0 DRCs=~940, Buf/Inv on CP=5, dpl hpwl=91,800 µm, LEAKAGE=approximately 12 nW, WP depth=6, Fin. Hold Viols=0, DRT Pass-1 Iters=4, number of synthesized register bits=approximately 500, core area=between 0.1 and 0.15 mm², share of cells above drive strength 1=0.0432, Yosys warnings=1, routed wire length=~110,000 µm, CTS resizes=0, WS Path Type=input pin to flip-flop, Critical Path Max Stage Delay=0.73 ns, initial antenna violation count=82, vias in the first global route=13,600, Hold Crit Class=input pin to flip-flop, final design utilization=0.225, post-route ant nets=0, CTS Buf Count=around 60, Cell Rows=between 100 and 150, Die Size=0.165 mm², OpenROAD warning count=33, IO Count=1,027, Max Clk Rate=around 140 MHz, largest net degree at the start of global routing=~180, Setup crit start=load, area growth from synthesis to layout=76.7%, Yosys Instances=1,081, Post-route DRC=0, Slew HR=0.467, syn avg cell area=17.4 µm², GRT Total Usage=0.129, crit path DAT=7.62 ns, Vias/cell=roughly 3.2, Post-synth seq share=0.815, floorplan core density=0.128, MaxCap Viol Count=0, Port Buffers=about 1,000, WP data required=roughly 18 ns, Routed WL per cell=roughly 26 µm, worst slew pin tran=about 0.80 ns, Clock Tree Root=clkbuf_16, fin crit period=around 7.3 ns, most used cell along the critical path=buf_4, crit path max fanout=111, Critical Path End=o12[26], Synth Instances=about 1,100, Sink Count=just over 500, Setup-failing EPs final=0, power density cells=about 93 mW/mm², Critical Path, Cell by Cell=buf_8 > or2_4 > buf_4 > buf_4 > buf_4 > buf_4, CTS Buffer Depth=3, DIE WIDTH=around 410 µm, CP top delay family=buffers and inverters, Hold-fix buffers, CTS=0, crit share post-route=0.408, htree depth=2, Die H=a little over 400 µm, Setup crit end kind=flip-flop, CTS tree=done, setup bufs post-CTS=0, register clock-pin slew on the reported worst setup and hold paths=0.06 ns, max-slew violation count=0, routed via count=about 13,000, Mapped Area=around 0.019 mm², Distinct cells, synth=6, first-pass GRT wire length=roughly 140,000 µm, Setup TNS Final=0 ns, Placer Congestion=around 0.9, yosys stat area=0.0189 mm², RSZ-0062 raised after global routing=false, VDD IR max=a little over 0.00007 V, CP max stage cell=buf_4, Overflow after GRT=0, critical path launch point type=input pin
how the worst min path moves through the flow:
| stage | startpoint | to | cells past startpoint |
|---|---|---|---|
| after CTS | i21[1] | o21[1] | 2 |
| after global routing | i14[21] | o14[21] | 2 |
| final | load | o12[31] | 2 |
cells in the mapped netlist, drive strengths merged:
master    n  area, µm²
clkbuf   51        250
and2    512       3200
or2       1       6.26
buf       5       25.0
edfxtp  512      15400
per-stage QoR:
step           setup slack, ns  instance area (µm²)  hold WS (ns)  total power, mW  cells
4_1_cts                  10.69                33300          3.51             3.18   4105
5_1_grt                  10.34                33300          3.55             3.23   4107
2_1_floorplan             7.44                18900          3.80             1.53   1081
6_report                 10.66                33300          3.56             3.11   4127
3_5_place_dp              9.95                31400          4.26             1.96   3993
3_3_place_gp             10.02                31400          4.26             1.97   3993
where the power goes:
group	internal, mW	switching [mW]
Combinational	0.294	0.152
Clock	0.669	0.515
Sequential	1.43	0.0419
kinds of logic (layout without fill, tap and decap cells):
| logic type | after synthesis | in the layout | share of synthesized area |
|---|---|---|---|
| buffers and inverters | 56 | 1150 | 0.0146 |
| other | 0 | 22 | 0 |
| AND/OR/NAND/NOR | 513 | 513 | 0.170 |
| flip-flops | 512 | 512 | 0.815 |
per-layer routing:
metal / vias to the layer above / track usage / share of wire / wire [µm]
met5: - / 0 / 0.0068 / 746
met4: 90 / 0.0174 / 0.019 / 2020
met3: 172 / 0.0996 / 0.17 / 18300
met2: 712 / 0.198 / 0.46 / 50200
met1: 6150 / 0.145 / 0.35 / 37600
li1: 5897 / - / - / -
layout make-up:
class                   count  area, µm²
fillers                 15500     115000
flip-flops and latches    512      15400
repair buffers           1038      10400
multi-input cells         513       3210
well taps                1930       2410
clock buffers              74       1550
clock inverters            38        322
diodes                     22       55.1
placed cells by master, fill, tap and decap left out:
master,netlist,routed
inv_6,0,2
inv_16,0,1
clkinvlp_4,0,1
clkbuf_16,0,60
buf_12,0,2
edfxtp_1,512,512
clkinv_4,0,1
buf_4,0,10
buf_8,0,1
clkdlybuf4s50_1,0,1025
clkinv_2,0,10
clkinv_1,0,18
diode_2,0,22
or2_4,0,1
and2_1,512,512
clkinv_16,0,1
bufinv_16,0,4
clkbuf_1,4,14
Power is estimated from default activity; no workload was simulated.
